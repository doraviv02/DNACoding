==> flow/design.v <==
module vt_decode #(
	parameter k = 5,                 
	parameter n = find_n(k),         
	parameter SYNDROME_VAL = 0       
)(
	input wire [n-1:0] data_in,      
	output reg [k-1:0] recovered,     
	output reg good_syndrome         
);
	function integer find_n(input integer k);
		integer n_guess;
		begin
			n_guess = k;
			while (k > (n_guess - $clog2(n_guess) - 1)) begin
				n_guess = n_guess + 1;
			end
			find_n = n_guess;
		end
	endfunction
	integer i;
	integer sum;
	integer parity_sum;
	integer m;
	integer index;
	reg [n-1:0] parity_index;
	integer temp;
	integer j;
	reg [n-1:0] is_parity;
	integer num_data_bits;
	always @(*) begin
		sum = 0;
		j = 0;
		for (i = 0; i < n; i = i + 1) begin
			sum = sum + ((i+1) * data_in[i]);
			if (j < k && (((i + 1) & i) != 0)) begin
				recovered[j] = data_in[i];
				j = j+1;
			end
		end
		good_syndrome = (sum % (2 * n + 1)) == SYNDROME_VAL;
	end
endmodule
==> flow/run.sh <==
#!/bin/bash
# OpenROAD 26Q1-2900-gdf79404cd8, Yosys 0.63+post, stock flow scripts
make -C /OpenROAD-flow-scripts/flow DESIGN_CONFIG=/design/flow/config.mk WORK_HOME=/design/flow/orfs finish
==> flow/config.mk <==
export PLATFORM = sky130hd
export DESIGN_NAME = vt_decode
export DESIGN_NICKNAME = vt_decode
export VERILOG_FILES = /design/flow/design.v
export SDC_FILE = /design/flow/constraint.sdc
export NUM_CORES = 4
export LEC_CHECK = 1
export CORE_AREA = 10 10 70 70
export DIE_AREA = 0 0 80 80
==> flow/constraint.sdc <==
current_design vt_decode

set clk_period 4.3
set clk_io_pct 0.2

create_clock -name clk0 -period $clk_period

set non_clock_inputs [all_inputs -no_clocks]
set_input_delay [expr $clk_period * $clk_io_pct] -clock clk0 $non_clock_inputs
set_output_delay [expr $clk_period * $clk_io_pct] -clock clk0 [all_outputs]
==> qor.yml <==
pwr:
  power_per_cell_area_mw_per_mm2: 894
  max-vdd-ir-drop_uv: 394
  p_leak_nw: 1.15
  total_power_mw: 2.16
sta:
  worstMarginPinSlew_ns: 0.461
  layout_min_cycle_time_ns: 7.40
  rsz_0062_raised_after_global_routing: "true"
  final.hold.worst_slack_ns: 2.23
  hold_viol_final: 0
  final_max_slew_viol_count: 0
  maxClockFrequency_ghz: 0.135
  fin_crit_sh_pct: 172
  setup_ws_ns: -3.10
  setup_violations_final: 1
  worst_relative_slew_slack_pct: 69.2
die:
  die_width_microns: 80
  core_area_sq_mm: 0.00342
  die.size.y_microns: 80
  io_pins: 16
  fp.dieArea_sq_mm: 0.00640
  floorplan.initialDensity_pct: 42.7
  core.rowCount: 21
worst_setup_path:
  cp_data_arrival_time_ns: 6.54
  critical-path-max-stage-delay_ns: 0.54
  crit_path_frequent_cell: "sky130_fd_sc_hd__ha_4"
  sum_of_buffers_and_inverters_on_the_critical_path: 5
  largest_fanout_on_the_critical_path: 3
  worstSetupStartpointType: "input port"
  criticalPathCategory: "input port to output port"
  cp_data_required_time_ns: 3.44
  timing.critical_path.from: "data_in[2]"
  stages_on_worst_setup_path: 28
  endpoint_kind: "output port"
  crit_path_end: "good_syndrome"
  critical_path.slowest_cell: "sky130_fd_sc_hd__fa_1"
  path_delay_family: "adder cells"
layout:
  finalNonFillerCells: 316
  logic_area_sq_mm: 0.00148
  layout-drive-gt1-share_pct: 48.5
  nFlopsAndLatches: 0
  flop_area_sq_um: 0
  clock_buffers: 0
  final_util_pct: 70.9
  syn_to_final_growth_pct: 65.9
  fillCellCount: 253
status:
  violations: "setup timing"
  result_of_the_run: "finished, violations left"
detailed_routing:
  dr_total_vias: 1648
  routed_wl_mm: 4.06
  avgRoutedWirePerCell_microns: 12.8
  route.antenna.diode_count: 0
  drtPass1Iterations: 4
  route.detailed.drc: 0
  vias_per_cell: 5.22
  drtIter0Drc: 72
  antenna_left: 0
synth:
  syn_area_per_cell_sq_um: 8.07
  top_cells_by_area: "sky130_fd_sc_hd__ha_1, sky130_fd_sc_hd__fa_1, sky130_fd_sc_hd__inv_1"
  synthTopCellsByCount: "sky130_fd_sc_hd__inv_1, sky130_fd_sc_hd__ha_1, sky130_fd_sc_hd__fa_1, sky130_fd_sc_hd__nand2_1, sky130_fd_sc_hd__nor2_1"
  yosysWarningCount: 1
  synth.yosys.num_cells: 181
  synth.cell_area_sq_mm: 0.00146
  netlist.area_leader.share_pct: 18.9
  yosys.stat.seqShare_pct: 0
  yosysChipArea_sq_mm: 0.00146
  yosys.cell_count.top_type: "sky130_fd_sc_hd__inv_1"
  synth_top_cell_by_area: "sky130_fd_sc_hd__ha_1"
  post_synth_inst_count: 181
  synth.distinct_cells: 60
global_routing:
  globalRouteOverflowTotal: 0
  grt_pass1_wl_mm: 7.13
  grt_antenna_before_repair: 0
  grt_max_degree: 10
  number_of_global_route_vias_before_repair: 1677
  globalRouteTotalUtil_pct: 12.9
place:
  placement.setup.worst_slack_ns: -4.01
  post-place-cells: 303
  dpl.hpwl_mm: 3.30
  finalWeightedCongestion: 0.939
  io_buffers: 16
hold_path:
  worstHoldPathType: "input port to output port"
flow_run:
  warning_count: 43
  max_cap_viol_count: 0
clock_network:
  number_of_buffers_added_to_fix_hold_violations_after_cts: 0
how the worst min path moves through the flow:
stage	depth (start not counted)	start	endpoint
after CTS	2	data_in[4]	recovered[1]
after global routing	2	data_in[4]	recovered[1]
final	2	data_in[4]	recovered[1]
where the power goes:
| group | internal, mW | leakage (nW) | switching, mW | total, mW |
|---|---|---|---|---|
| logic | 1.16 | 1.15 | 1.00 | 2.16 |
| registers | 0 | 0 | 0 | 0 |
| clock network | 0 | 0 | 0 | 0 |
| total | 1.16 | 1.15 | 1.00 | 2.16 |
cell type report:
| type | instances | share of cell area, % |
|---|---|---|
| Multi-Input combinational cell | 144 | 61.3 |
| Tap cell | 46 | 2.38 |
| Timing Repair Buffer | 98 | 31.9 |
| Inverter | 28 | 4.49 |
per-stage QoR:
stage,area (sq um),setup TNS [ns]
2_1_floorplan,1580,-2.89
3_3_place_gp,2250,-3.92
3_5_place_dp,2250,-4.01
4_1_cts,2320,-3.21
5_1_grt,2420,-3.34
6_report,2420,-3.10
cells by family after synthesis:
logic type,synth area share [%]
AND-OR/OR-AND,32.9
XOR/XNOR,3.00
adder cells (fa/ha/maj),32.6
buffers and inverters,12.2
AND/OR/NAND/NOR,19.4
routing by layer:
layer  track usage, %  wire length, microns  vias to the layer above  part of all wire (%)
met5                0                     0                        -                     0
met2             21.8                  1850                       42                    46
met3             2.05                   201                        2                   5.0
met1             17.5                  1980                      777                    49
met4             1.06                    20                        0                  0.49
li1                 -                     -                      827                     -
timing repair:
action                     CTS  global route
resized                     28            16
setup endpoints to repair    1             1
setup buffers                9             4
pin swaps                   21            22
layout by cell type (no fill, tap or decap), drive strengths merged, types with 4 or more instances in the layout:
| cell | synthesis | final |
|---|---|---|
| clkdlybuf4s50 | 0 | 10 |
| a31oi | 5 | 5 |
| ha | 22 | 22 |
| buf | 9 | 87 |
| o211ai | 4 | 4 |
| or3 | 5 | 5 |
| xnor2 | 4 | 4 |
| fa | 10 | 10 |
| o21ai | 10 | 10 |
| and2 | 4 | 4 |
| nor2 | 8 | 8 |
| a21oi | 10 | 10 |
| nand2 | 8 | 8 |
| inv | 27 | 27 |
Power is estimated from default activity; no workload was simulated.
