## run.sh

```bash
#!/bin/bash
# OpenROAD 26Q1-2900-gdf79404cd8, Yosys 0.63+post, stock flow scripts
make -C /OpenROAD-flow-scripts/flow DESIGN_CONFIG=/design/flow/config.mk WORK_HOME=/design/flow/orfs finish
```

## config.mk

```make
export PLATFORM = sky130hd
export DESIGN_NAME = IDS_generator
export DESIGN_NICKNAME = IDS_generator
export VERILOG_FILES = /design/flow/design.v
export SDC_FILE = /design/flow/constraint.sdc
export NUM_CORES = 4
export LEC_CHECK = 1
export CORE_UTILIZATION = 40
```

## constraint.sdc

```tcl
current_design IDS_generator

set clk_period 19.1
set clk_io_pct 0.2

create_clock -name clk0 -period $clk_period [get_ports {clk}]

set non_clock_inputs [all_inputs -no_clocks]
set_input_delay [expr $clk_period * $clk_io_pct] -clock clk0 $non_clock_inputs
set_output_delay [expr $clk_period * $clk_io_pct] -clock clk0 [all_outputs]
```

## design.v

```verilog
module IDS_generator #(
	parameter logic [31:0]  pi = 31'b01010101,  
	parameter logic [31:0]  pd = 31'b01010101,
	parameter logic [31:0]  ps = 31'b01010101,
	parameter  n = 10,
	parameter int TIMES = 4,
	parameter DATA_WIDTH = 32 ,
	parameter int ZERO = 0
)(
	input reg [n-1:0] data_in,
	input wire clk,
	input logic rst_n,
	output int n_out ,
	output logic ready ,
	output reg [DATA_WIDTH-1:0] data_out
);
	int i,j;
	reg [DATA_WIDTH-1:0] org;
	reg [DATA_WIDTH-1:0] cor;
	logic [31:0] rpi;
	logic [31:0] rps;
	logic [31:0] rpd;
xorshift_prng #(
	.TIMES      (1),
	.SEED        (11)
) u_xorshift_prng_i (
	.rst_n       (rst_n),
	.clk(clk),
	.rand_out    (rpi)
);
xorshift_prng #(
	.TIMES      (1),
	.SEED        (3)
) u_xorshift_prng_d (
	.rst_n       (rst_n),
	.clk(clk),
	.rand_out    (rpd)
);
xorshift_prng #(
	.TIMES      (1),
	.SEED        (7)
) u_xorshift_prng_s (
	.rst_n       (rst_n),
	.clk(clk),
	.rand_out    (rps)
);
	always_ff @(posedge clk) begin
		if (!rst_n || !(i < n  && j < DATA_WIDTH) || ready ) begin
			cor <= {DATA_WIDTH{1'b0}};
			org <= {{(DATA_WIDTH - n){1'b0}}, data_in};
			j <= 0;
			i <= 0;
			ready <= 0;
		end else if (i < n  && j < DATA_WIDTH) begin 
			if (rpi < pi) begin
				cor[j] <= rps[j];
				j <= j + 1;
			end else begin
				if (rpd <  pd) begin
					i <= i+1;
					if (i == n-1)
						ready <= 1'b1;
				end else if (rps < ps) begin
					cor[j] <= !org[i];
					j <= j + 1;
					i <= i + 1;
					if (i == n-1)
						ready <= 1'b1;
				end else begin
					cor[j] <= org[i];
					j <= j + 1;
					i <= i + 1;
					if (i == n-1)
						ready <= 1'b1;
				end 
			end
		end 
	end
	assign data_out = cor;
	assign n_out = j;
endmodule
module xorshift_prng #(
    parameter TIMES = 4,     
    parameter SEED = 4       
)(
    input  logic rst_n,      
    input  logic clk,
    output logic [31:0] rand_out   
);
    logic [31:0] state;
    logic [31:0] next_state;
    logic [31:0] temp_arr [SEED+1];
    logic [31:0] temp1_arr [SEED];
    logic [31:0] temp2_arr [SEED];
    always_ff @(posedge clk or negedge rst_n) begin
        if (!rst_n) begin
            state <= 32'hFFFF_FFFF;   
        end
        else begin
            state <= next_state;
        end
    end
    always_comb begin
        temp_arr[0] = state;
        temp1_arr[0] = (temp_arr[0] ^ (temp_arr[0] << 13));
        temp2_arr[0] = temp1_arr[0] ^ (temp1_arr[0] >> 17);
        temp_arr[1] = temp2_arr[0] ^ (temp2_arr[0] << 5);
    end
    genvar i;
    generate
        for (i = 1; i < SEED; i++) begin : xorshift_stages
            always_comb begin
                temp1_arr[i] = temp_arr[i] ^ (temp_arr[i] << 13);
                temp2_arr[i] = temp1_arr[i] ^ (temp1_arr[i] >> 17);
                temp_arr[i+1] = temp2_arr[i] ^ (temp2_arr[i] << 5);
            end
        end
    endgenerate
    assign next_state = temp_arr[SEED];
    assign rand_out = state;
endmodule
```

==> GITHUB_STEP_SUMMARY <==
### Metrics collected by this job

| Metric | Value |
|---|---|
| Resized Gates After CTS | 0 |
| Per-cell via count in the routed design | 5.00 |
| Clock transition at the registers of the reported paths | 60 ps |
| Via Count | 14,100 |
| Floorplan row count | 86 |
| Number of stages on the worst setup path | 14 |
| H-tree lvl count | 1 |
| Number of warnings in the stage logs | 27 |
| Post-layout min period | 7010 ps |
| Std-Cell Core Area | 55,400 µm² |
| Total length of routed wires | 58,600 µm |
| Leakage Power | 0.0102 µW |
| Clock tree sinks | 203 |
| Number of DRC violations after detailed-routing iteration 0 | 805 |
| Final Cycle Share | 36.7% |
| Number of top-level design ports | 77 |
| Critical R2R Launch | u_xorshift_prng_i.state[7] |
| Average footprint of a synthesized cell | 11.1 µm² |
| Worst Max-Slew Pin Slew | 903 ps |
| Clock tree from TritonCTS | done |
| Endpoint kind of the worst setup timing path | flop |
| Estimated wirelength of the detail-placed design | 46,700 µm |
| Highest cell delay on the worst timing path | 750 ps |
| Root cell of the clock tree | clkbuf_16 |
| Worst path most repeated cell | xnor3_1 |
| Data arrival time of the worst path | 7460 ps |
| Effective utilization at floorplan | 40.7% |
| Antenna viol nets, final | 0 |
| Most common logic cells in the final layout | xnor2_1 (658), xor2_1 (271), xnor3_1 (166) |
| Clock skew | 33.8 ps |
| Number of max-cap violations | 0 |
| Buffer levels on the longest clock path | 3 |
| Class of the most critical hold timing path | reg2reg |
| Required arrival time at the worst endpoint | 19,550 ps |
| Share of layout cells above drive strength 1 | 12.4% |
| Final hold violation count | 0 |
| Fraction of registers with async set or reset after synthesis | 47.3% |
| Vias in the first global route | 14,400 |
| Vertical die size | 239 µm |
| Cells in synth_stat.txt | 2,026 |
| Top_reg_cell synth | dfxtp_1 |
| Worst r2r path cells | 14 |
| GP Congestion | 1.00 |
| WS Path Type | reg2reg |
| Initial antenna violation count | 0 |
| Die Outline Area | 57,300 µm² |
| Synth Instances | 2,026 |
| Area growth from synthesis to final layout | 10.6% |
| Setup violation total in the final timing report | 0 |
| Slowest cell on the critical path | dfstp_2 |
| Most used logic cell in the final layout | xnor2_1 |
| Die W | 239 µm |
| First-pass GRT wire length | 89,200 µm |
| Buffers inserted during post-CTS setup optimization | 0 |
| Count of synthesis-stage warnings from yosys | 14 |
| Final standard cell area without fillers | 24,900 µm² |
| Crit. Startpoint | u_xorshift_prng_i.state[7] |
| Post-synth tally of flip-flops with integrated enable | 10 |
| Clock insertion delay at the later pin of the skew report | 570 ps |
| Top Family by Delay on Critical Path | XOR/XNOR gates |
| Summed standard-cell area reported by yosys | 22,500 µm² |
| Setup repair after global routing missed its margin | false |
| Final slew viol count | 0 |
| Filler Cell Count | 5,003 |
| Total gr overflow | 0 |
| Relative slew slack | 39.3% |
| DR WL/cell | 20.7 µm |
| Worst-path maximum fanout | 9 |
| Detailed-router iteration count before antenna repair | 5 |
| Timing-limited maximum frequency | 143 MHz |
| Drc violations | 0 |
| Maximum vdd drop | 0.0527 mV |
| Summed negative setup slack over all endpoints | 0 ps |
| GRT Overall Usage | 21.7% |
| Cts bufs inserted | 25 |
| Synth Register Bits | 203 |
| Total buffers and inverters traversed by the critical path | 0 |
| Hold Buf Count CTS | 0 |
| Cell Chain, Critical Path | xnor2_1 > xor3_1 > xnor3_1 > xnor3_1 > xnor3_1 > xor2_2 > xor3_2 > xnor2_2 > xnor3_1 > xnor2_2 > xnor3_1 > xor2_1 > xor2_2 > xnor3_1 |
| Area of placed instances | 24,000 µm² |
| Result of the run | completed |
| Number of I/O port buffers | 76 |
| Power density over the cells | 40.4 nW/µm² |
| Share of synthesized area occupied by flip-flops and latches | 21.1% |
| Pin count of the biggest net entering global routing | 65 |
| Worst reg-to-reg setup slack | 12,090 ps |
| Capture point of the worst path | u_xorshift_prng_i.state[19] |
| Number of antenna repair diodes | 0 |
| Critical path startpoint category | flop |
| Post-Synthesis Cell Area | 22,500 µm² |
| Cell Type Count | 54 |
| Reg2Reg Capture Point | u_xorshift_prng_i.state[19] |
cell families after synthesis:
family                   synth area share, %
adder cells (fa/ha/maj)                0.222
AND-OR/OR-AND                           2.32
flip-flops                              21.1
AND/OR/NAND/NOR                         8.31
XOR/XNOR                                64.7
multiplexers                            1.53
buffers and inverters                   1.80
how the worst min path moves through the flow:
stage | from | to | slack [ps] | depth (start not counted)
after CTS | cor[8] | cor[8] | 460 | 2
after global routing | cor[15] | cor[15] | 470 | 2
final | cor[15] | cor[15] | 460 | 2
power by group:
group          internal [µW]  switching (µW)
registers                433            1.62
clock network            319             201
logic                   17.8            33.3
total                    770             236
through the flow:
stage	cells	setup WS [ps]	power (µW)	hold WS [ps]	util [%]
after CTS	2827	12110	1020	459	45.0
after floorplan	2026	13050	475	422	-
after global placement	2781	12080	492	440	43.3
after global routing	2827	11840	1040	472	45.0
after detailed placement	2781	12150	493	449	43.3
final	2827	12090	1010	455	45.0
synthesized netlist by cell type (12+ instances only):
cell,instances,share of area [%]
xnor2_1,658,26
xor2_1,271,11
xnor3_1,166,17
nand2_1,103,1.7
dfxtp_1,97,8.6
dfstp_2,96,11
nor2_1,90,1.5
clkbuf_1,65,1.1
nand3_1,55,1.2
a21oi_1,43,0.96
xor3_1,41,4.3
nor3_1,33,0.73
nor4_1,31,0.86
xnor2_2,28,2.0
xnor3_2,23,2.4
o21ai_0,18,0.40
and3_1,17,0.47
nand4_1,17,0.47
or3_1,17,0.47
mux2i_1,12,0.53
registers in the layout, summed over array words and instances, names as in the netlist:
name / flops
u_xorshift_prng_d.state: 32
org: 10
ready: 1
cor: 32
u_xorshift_prng_i.state: 32
u_xorshift_prng_s.state: 32
i: 32
j: 32
cell type report:
cell class / instances / area, µm² / area share [%]
clock buffers: 30 / 664 / 2.67
clock inverters: 16 / 239 / 0.959
inverters: 10 / 37.5 / 0.151
multi-input cells: 1725 / 17400 / 69.7
flip-flops and latches: 203 / 4760 / 19.1
well taps: 748 / 936 / 3.76
repair buffers: 95 / 901 / 3.62
metal layers:
layer | track usage, % | share of wire, %
met2 | 33.3 | 47
met5 | 0 | 0
met1 | 31.3 | 43
met3 | 7.07 | 8.1
met4 | 3.83 | 2.1
tightest hold or removal path: cells and delay by family (launching register included):
| kind | cells | cell delay (ps) |
|---|---|---|
| AND-OR/OR-AND | 1 | 50 |
| AND/OR/NAND/NOR | 1 | 50 |
| flip-flops | 1 | 310 |
Power is estimated from default activity; no workload was simulated.
